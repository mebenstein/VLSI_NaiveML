===== /design/flow/design.v =====
module accumulator (
input enable, clear, clk,
input [15:0] dataIn,
output [15:0] dataOut
);
wire [15:0] regOut, adderOut;
assign dataOut = adderOut;
adder a0(dataIn, regOut, adderOut);
reg16 r0(enable, clear, clk, adderOut, regOut);
endmodule
module adder (
input [15:0] a, b,
output [15:0] out
);
assign out = a+b;
endmodule 
module computationTileInOut (
input clk, clear,
input [3:0] opcode,
input [15:0] input0,
inout [15:0] input1
);
wire accumulatorEnable, readCell;
wire [15:0] additionOut, multiplicationOut, accumulatorOut, lessThanWire, greaterThanWire, equalToWire, orWire, andWire, notWire, simpleMuxOut, regOut, accumulatorMuxOut;
assign readCell = opcode[3] & ~opcode[2] & ~opcode[1] & ~opcode[0];
assign input1 = readCell ?  regOut : 16'bzzzzzzzzzzzzzzzz;
assign accumulatorEnable = opcode[3] & opcode[2] & opcode[1] & opcode[0];
assign andWire = input0 & input1;
assign orWire = input0 | input1;
assign notWire = ~input0;
multiplier x0(input0, input1, multiplicationOut);
adder p0(input0, input1, additionOut);
accumulator a0(accumulatorEnable, accumulatorEnable, clk, multiplicationOut, accumulatorOut);
lessThan l0(opcode[3], input0, input1, lessThanWire);
greaterThan g0(opcode[3], input0, input1, greaterThanWire);
equalTo e0(input0, input1, equalToWire);
mux2x16 m1(multiplicationOut, accumulatorOut, opcode[3], accumulatorMuxOut);
mux8x16 m0(notWire, andWire, orWire, additionOut, lessThanWire, greaterThanWire, equalToWire, accumulatorMuxOut, opcode[2:0], simpleMuxOut);
reg16 r0(~readCell, clear, clk, simpleMuxOut, regOut);
endmodule
module equalTo(
input [15:0] a, b,
output [15:0] out
);
wire signed [15:0] signed_a, signed_b;
assign signed_a = a;
assign signed_b = b;
assign out[15:1] = 15'b0;
assign out[0] = a == b;
endmodule
module greaterThan(
input maxMode,
input [15:0] a, b,
output [15:0] out
);
reg [15:0] compareOut;
wire signed [15:0] signed_a, signed_b;
assign signed_a = a;
assign signed_b = b;
assign out = maxMode ? compareOut : {15'b0, a < b};
always@* begin
    if(signed_a > signed_b) begin
        compareOut <= a;
    end else begin
        compareOut <= b;
    end
end
endmodule
module lessThan(
input minMode,
input [15:0] a, b,
output [15:0] out
);
reg [15:0] compareOut;
wire signed [15:0] signed_a, signed_b;
assign signed_a = a;
assign signed_b = b;
assign out = minMode ? compareOut : {15'b0, a < b};
always@* begin
    if(signed_a < signed_b) begin
        compareOut <= a;
    end else begin
        compareOut <= b;
    end
end
endmodule
module multiplier (
input [15:0] a, b,
output [15:0] out
);
wire signed [15:0] signed_a, signed_b;
assign signed_a = a;
assign signed_b = b;
assign out = signed_a*signed_b;
endmodule 
module mux2 (
input in0, in1,
input s,
output out
);
assign out = s ? in1 : in0;
endmodule 
module mux2x16 (
input [15:0] in0, in1,
input s,
output [15:0] out
);
mux2 m0(in0[0], in1[0], s, out[0]);
mux2 m1(in0[1], in1[1], s, out[1]);
mux2 m2(in0[2], in1[2], s, out[2]);
mux2 m3(in0[3], in1[3], s, out[3]);
mux2 m4(in0[4], in1[4], s, out[4]);
mux2 m5(in0[5], in1[5], s, out[5]);
mux2 m6(in0[6], in1[6], s, out[6]);
mux2 m7(in0[7], in1[7], s, out[7]);
mux2 m8(in0[8], in1[8], s, out[8]);
mux2 m9(in0[9], in1[9], s, out[9]);
mux2 m10(in0[10], in1[10], s, out[10]);
mux2 m11(in0[11], in1[11], s, out[11]);
mux2 m12(in0[12], in1[12], s, out[12]);
mux2 m13(in0[13], in1[13], s, out[13]);
mux2 m14(in0[14], in1[14], s, out[14]);
mux2 m15(in0[15], in1[15], s, out[15]);
endmodule 
module mux4x16 (
input [15:0] in0, in1, in2, in3,
input [1:0] s,
output [15:0] out
);
wire [15:0] muxOut0, muxOut1;
mux2x16 m0(in0, in1, s[0], muxOut0);
mux2x16 m1(in2, in3, s[0], muxOut1);
mux2x16 m2(muxOut0, muxOut1, s[1], out);
endmodule 
module mux8x16 (
input [15:0] in0, in1, in2, in3, in4, in5, in6, in7,
input [2:0] s,
output [15:0] out
);
wire [15:0] muxOut0, muxOut1;
mux4x16 m0(in0, in1, in2, in3, s[1:0], muxOut0);
mux4x16 m1(in4, in5, in6, in7, s[1:0], muxOut1);
mux2x16 m2(muxOut0, muxOut1, s[2], out);
endmodule 
module reg16 (
input enable, clear, clk,
input [15:0] dataIn,
output [15:0] dataOut
);
reg [15:0] regValue;
assign dataOut = regValue;
always @(posedge clk)
if (~clear) begin
  regValue <= 16'b0;
end else if (enable) begin
  regValue <= dataIn;
end
endmodule 

===== /design/flow/run.sh =====
#!/bin/bash
# OpenROAD 26Q1-2900-gdf79404cd8, Yosys 0.63+post, stock flow scripts
make -C /OpenROAD-flow-scripts/flow DESIGN_CONFIG=/design/flow/config.mk WORK_HOME=/design/flow/orfs finish

===== /design/flow/config.mk =====
export PLATFORM = sky130hd
export DESIGN_NAME = computationTileInOut
export DESIGN_NICKNAME = computationTileInOut
export VERILOG_FILES = /design/flow/design.v
export SDC_FILE = /design/flow/constraint.sdc
export NUM_CORES = 4
export LEC_CHECK = 1
export CORE_UTILIZATION = 40

===== /design/flow/constraint.sdc =====
current_design computationTileInOut

set clk_period 12.5
set clk_io_pct 0.2

create_clock -name clk0 -period $clk_period [get_ports {clk}]

set non_clock_inputs [all_inputs -no_clocks]
set_input_delay [expr $clk_period * $clk_io_pct] -clock clk0 $non_clock_inputs
set_output_delay [expr $clk_period * $clk_io_pct] -clock clk0 [all_outputs]

==> run summary <==
Implementation results

The number of buffers added for setup after CTS is 0. After synthesis, the netlist uses 65 different library cells. Among the non-sequential cells, adder cells take the most area.

Once synthesis finished, the tally of register bits stood at 32. The buffer_ports step reported a buffer count of 21. For reference, simple AND, OR, NAND and NOR cells occupy 16.9% of the area reported after synthesis. Summing the sequential cell areas from Yosys gives 8.11% of the chip area. The core utilization at floorplan is 40.7%.

The last weighted congestion value of the routability-driven placer is 0.961. The cell area after placement is 8320 sq um. The post-cts sizing count is 0.

The fraction of registers with async set or reset after synthesis is 0%. Counting along the longest clock path gives a buffer depth of 2. Per the CTS log, the root buffer master is sky130_fd_sc_hd__clkbuf_16. The total number of yosys warnings is 4. The cell area that synthesis handed to floorplanning was 7900 sq um. After synthesis, the chip area reported by Yosys is 7900 sq um. The row count is 51. The total CTS buffers is 5.

For reference, the post-synthesis area per instance comes to 7.76 sq um. The step where the flow halted is clock tree synthesis (4_1_cts). The first error in the log reads "[error] [KeplerFormal.cpp:679] Workflow failed: Iso has multiple drivers: .input10, input1[0]$_SDFFE_PN0P_.Q0". The number of placed cells counting well taps is 1272. The most used flip-flop cell is sky130_fd_sc_hd__dfxtp_1. The synthesized netlist was found by Yosys to have 1018 cells. Prior to clock tree synthesis, the placed netlist has a worst setup slack of 2.33 ns.

The flow did not finish. The post-synth count of flops with an enable pin is 0. For this design the top-level I/O count stands at 38. The adder-cell share of the synthesized area is 40.2%.

Note, the detailed placer reported a final HPWL of 18200 um. Per the synthesis report, the AND-OR/OR-AND share of the synthesized area is 15.0%. The xor and xnor fraction of the mapped netlist area is 7.49%.

The clock net in this run drives a total of 32 sinks. For reference, the mux area share after synthesis is 2.01%. The count of hold buffers inserted by post-cts repair is 0. The synthesized netlist handed to floorplanning was reported with a cell count of 1018. The die is 143 um wide. Measured along the y axis, the die boundary spans 143 um.

The CTS H-tree depth is 2.
==> cell usage after synthesis (6+ instances only) <==
cell,instances,area (sq um)
sky130_fd_sc_hd__inv_1,172,646
sky130_fd_sc_hd__ha_1,124,1550
sky130_fd_sc_hd__nor2_1,124,465
sky130_fd_sc_hd__nand2_1,104,390
sky130_fd_sc_hd__fa_1,81,1620
sky130_fd_sc_hd__a21oi_1,61,305
sky130_fd_sc_hd__xnor2_1,47,412
sky130_fd_sc_hd__dfxtp_1,32,641
sky130_fd_sc_hd__o21ai_0,29,145
sky130_fd_sc_hd__clkbuf_1,28,105
sky130_fd_sc_hd__xor2_1,18,158
sky130_fd_sc_hd__a211oi_1,15,113
sky130_fd_sc_hd__nor3_1,15,75.1
sky130_fd_sc_hd__nand3_1,13,65.1
sky130_fd_sc_hd__nor2b_1,10,62.6
sky130_fd_sc_hd__o22ai_1,10,62.6
sky130_fd_sc_hd__nand2b_1,9,56.3
sky130_fd_sc_hd__and3_1,8,50.1
sky130_fd_sc_hd__mux2i_1,8,80.1
sky130_fd_sc_hd__a221oi_1,7,61.3
sky130_fd_sc_hd__buf_1,6,22.5
sky130_fd_sc_hd__o211ai_1,6,45.0
==> logic make-up after synthesis <==
| kind of cell | Yosys count |
|---|---|
| simple gates | 308 |
| buf+inv | 214 |
| fa+ha+maj | 205 |
| compound gates | 181 |
| xor+xnor | 66 |
| flops | 32 |
| mux | 12 |
==> metrics by stage <==
step,hold slack (ns),power [mW]
after global placement,0.534,1.76
after detailed placement,0.537,1.73
after floorplan,0.466,1.29
Power and IR drop assume default switching activity.
