$ cat /design/flow/design.v
module accumulator (
input enable, clear, clk,
input [15:0] dataIn,
output [15:0] dataOut
);
wire [15:0] regOut, adderOut;
assign dataOut = adderOut;
adder a0(dataIn, regOut, adderOut);
reg16 r0(enable, clear, clk, adderOut, regOut);
endmodule
module adder (
input [15:0] a, b,
output [15:0] out
);
assign out = a+b;
endmodule 
module computationTile (
input clk, clear,
input [3:0] opcode,
input [15:0] input0, input1_wire,
output [15:0] cellOut
);
wire accumulatorEnable, readCell;
wire [15:0] additionOut, multiplicationOut, accumulatorOut, lessThanWire, greaterThanWire, equalToWire, orWire, andWire, notWire, simpleMuxOut, accumulatorMuxOut, regOut, input1;
reg cacheOperand, prepareCache;
assign readCell = opcode[3] & ~opcode[2] & ~opcode[1] & ~opcode[0];
assign cellOut = readCell ? regOut : simpleMuxOut;
assign accumulatorEnable = (opcode[3] & opcode[2] & opcode[1] & opcode[0]) & ~clear;
assign andWire = input0 & input1;
assign orWire = input0 | input1;
assign notWire = ~input0;
assign input1 = cacheOperand ? regOut : input1_wire;
multiplier x0(input0, input1, multiplicationOut);
adder p0(input0, input1, additionOut);
accumulator a0(accumulatorEnable, accumulatorEnable, clk, multiplicationOut, accumulatorOut);
lessThan l0(opcode[3], input0, input1, lessThanWire);
greaterThan g0(opcode[3], input0, input1, greaterThanWire);
equalTo e0(input0, input1, equalToWire);
mux2x16 m1(multiplicationOut, accumulatorOut, opcode[3], accumulatorMuxOut);
mux8x16 m0(notWire, andWire, orWire, additionOut, lessThanWire, greaterThanWire, equalToWire, accumulatorMuxOut, opcode[2:0], simpleMuxOut);
reg16 r0(~readCell, ~clear, clk, simpleMuxOut, regOut);
always@(negedge clk)begin
    if(clear == 1)begin
        cacheOperand <= 0;
        prepareCache <= 0;
    end else if(opcode == 8)begin
        cacheOperand <= 0;
        prepareCache <= 0;
    end else if(opcode != 8 && opcode != 15 && prepareCache == 1) begin
        prepareCache <= 1;
        cacheOperand <= 1;
    end else if(opcode != 8)begin
        prepareCache <= 1;
        cacheOperand <= 0;
    end
end
endmodule
module equalTo(
input [15:0] a, b,
output [15:0] out
);
wire signed [15:0] signed_a, signed_b;
assign signed_a = a;
assign signed_b = b;
assign out[15:1] = 15'b0;
assign out[0] = a == b;
endmodule
module greaterThan(
input maxMode,
input [15:0] a, b,
output [15:0] out
);
reg [15:0] compareOut;
wire signed [15:0] signed_a, signed_b;
assign signed_a = a;
assign signed_b = b;
assign out = maxMode ? compareOut : {15'b0, a < b};
always@* begin
    if(signed_a > signed_b) begin
        compareOut <= a;
    end else begin
        compareOut <= b;
    end
end
endmodule
module lessThan(
input minMode,
input [15:0] a, b,
output [15:0] out
);
reg [15:0] compareOut;
wire signed [15:0] signed_a, signed_b;
assign signed_a = a;
assign signed_b = b;
assign out = minMode ? compareOut : {15'b0, a < b};
always@* begin
    if(signed_a < signed_b) begin
        compareOut <= a;
    end else begin
        compareOut <= b;
    end
end
endmodule
module multiplier (
input [15:0] a, b,
output [15:0] out
);
wire signed [15:0] signed_a, signed_b;
assign signed_a = a;
assign signed_b = b;
assign out = signed_a*signed_b;
endmodule 
module mux2 (
input in0, in1,
input s,
output out
);
assign out = s ? in1 : in0;
endmodule 
module mux2x16 (
input [15:0] in0, in1,
input s,
output [15:0] out
);
mux2 m0(in0[0], in1[0], s, out[0]);
mux2 m1(in0[1], in1[1], s, out[1]);
mux2 m2(in0[2], in1[2], s, out[2]);
mux2 m3(in0[3], in1[3], s, out[3]);
mux2 m4(in0[4], in1[4], s, out[4]);
mux2 m5(in0[5], in1[5], s, out[5]);
mux2 m6(in0[6], in1[6], s, out[6]);
mux2 m7(in0[7], in1[7], s, out[7]);
mux2 m8(in0[8], in1[8], s, out[8]);
mux2 m9(in0[9], in1[9], s, out[9]);
mux2 m10(in0[10], in1[10], s, out[10]);
mux2 m11(in0[11], in1[11], s, out[11]);
mux2 m12(in0[12], in1[12], s, out[12]);
mux2 m13(in0[13], in1[13], s, out[13]);
mux2 m14(in0[14], in1[14], s, out[14]);
mux2 m15(in0[15], in1[15], s, out[15]);
endmodule 
module mux4x16 (
input [15:0] in0, in1, in2, in3,
input [1:0] s,
output [15:0] out
);
wire [15:0] muxOut0, muxOut1;
mux2x16 m0(in0, in1, s[0], muxOut0);
mux2x16 m1(in2, in3, s[0], muxOut1);
mux2x16 m2(muxOut0, muxOut1, s[1], out);
endmodule 
module mux8x16 (
input [15:0] in0, in1, in2, in3, in4, in5, in6, in7,
input [2:0] s,
output [15:0] out
);
wire [15:0] muxOut0, muxOut1;
mux4x16 m0(in0, in1, in2, in3, s[1:0], muxOut0);
mux4x16 m1(in4, in5, in6, in7, s[1:0], muxOut1);
mux2x16 m2(muxOut0, muxOut1, s[2], out);
endmodule 
module reg16 (
input enable, clear, clk,
input [15:0] dataIn,
output [15:0] dataOut
);
reg [15:0] regValue;
assign dataOut = regValue;
always @(posedge clk)
if (~clear) begin
  regValue <= 16'b0;
end else if (enable) begin
  regValue <= dataIn;
end
endmodule 
$ cat /design/flow/config.mk
export PLATFORM = sky130hd
export DESIGN_NAME = computationTile
export DESIGN_NICKNAME = computationTile
export VERILOG_FILES = /design/flow/design.v
export SDC_FILE = /design/flow/constraint.sdc
export NUM_CORES = 4
export LEC_CHECK = 1
export CORE_UTILIZATION = 40
$ cat /design/flow/constraint.sdc
current_design computationTile

set clk_period 13.6
set clk_io_pct 0.2

create_clock -name clk0 -period $clk_period [get_ports {clk}]

set non_clock_inputs [all_inputs -no_clocks]
set_input_delay [expr $clk_period * $clk_io_pct] -clock clk0 $non_clock_inputs
set_output_delay [expr $clk_period * $clk_io_pct] -clock clk0 [all_outputs]
$ cat /design/flow/run.sh
#!/bin/bash
# OpenROAD 26Q1-2900-gdf79404cd8, Yosys 0.63+post, stock flow scripts
make -C /OpenROAD-flow-scripts/flow DESIGN_CONFIG=/design/flow/config.mk WORK_HOME=/design/flow/orfs finish
==> results.tsv <==
metric	value	unit
yosys_cells	1097	
critical_path_required	10.88	ns
cts_tree	built	
num_io_pins	54	
timing.critical_path.arrival	13.94	ns
postSynthSeqShare	8.00	%
area_leaders	fa_1 19%, ha_1 18%, dfxtp_1 8.0%	
openroad.warnings	49	
cts_made_buffers	5	
critical_path.slowest_cell	fa_1	
synthesis.area_per_instance	7.75	um2
tightest_slew	0.677	ns
yosysWarningCount	4	
yosysTopAreaCellShare	19.1	%
clock_transition_at_the_registers_of_the_reported_paths	0.04	ns
drv_cap	0	
die-area	21800	um2
area_growth	43.5	%
vias	8566	
fillers	1768	
chip_area_yosys	8500	um2
rsz0062_at_grt	true	
yosys.cell_types.count	65	
path_class	register to primary output	
leading_cell_type_by_number_of_instances_after_synthesis	inv_1	
slew_viol_final	0	
cts_root_buf	clkbuf_16	
holdBufCountCts	0	
synth.cell_area	8500	um2
initial_core_util	41.4	%
crit_end_element	primary output	
grt_overflow	0	
grt_pass1_wl	46.3	mm
fin_setup_tns	-30.99	ns
cts_num_sinks	34	
drt_first_pass_iters	5	
grt_start_max_net_pins	52	
setup-violations-final	20	
critical_path_peak_fanout	5	
violations	negative setup slack	
cts_max_path_buffers	2	
worst_hold_slack	0.462	ns
track_usage	29.1	%
slew_headroom	54.9	%
postSynth.asyncResetShare	0	%
gpl.final_weighted_congestion	0.980	
hold_depth	1	
flop_area	684	um2
core	20600	um2
r2r.worst_path.cells	35	
num_antenna_cells	0	
run_status	finished with violations	
antenna_left	0	
clock_skew	0.0801	ns
place.detailed.hpwl	22.4	mm
ys_top_cells_by_count	177 x inv_1, 140 x nor2_1, 124 x ha_1	
post-route-worst-setup-slack	-3.06	ns
first_iter_violations	581	
number_of_global_route_vias_before_repair	8392	
worstSkewPairLatency	0.37	ns
multiInputGateArea	7990	um2
avgViaCountPerCell	5.32	
synth-main-ff-cell	dfxtp_1	
die-width	148	um
final_layout_size_suffix_gt1_share	31.1	%
totalWireLength	30.3	mm
netlist.top_cell.by_area	fa_1	
post-route-drc-count	0	
yosys_register_bits	34	
report.final.hold_viol_count	0	
routedWlPerCell	18.8	um
slowest_delay	0.48	ns
placement.io_buffers	53	
final_core_utilization	59.3	%
antenna_found_initial	0	
syn_inst	1097	
die-height	148	um
enable_flop_cells	0	
worstHoldPathType	register to register	
htreeDepth	2	
worstSetupStartpointType	register	
core.rowCount	52	
## cells by family (layout without fill, tap and decap cells)
family	count (synthesis)	in the layout	synth area share (%)
adder cells (fa/ha/maj)	205	205	37.3
XOR/XNOR	63	63	6.74
flip-flops	34	34	8.00
AND-OR/OR-AND	200	200	15.3
multiplexers	37	38	5.30
AND/OR/NAND/NOR	336	336	17.3
buffers and inverters	222	464	9.99
## per-stage QoR
step | cells | cell area, um2 | setup WS, ns
finish | 1610 | 12200 | -3.06
global route | 1610 | 12200 | -3.40
CTS | 1599 | 11900 | -3.00
detailed placement | 1533 | 10600 | -3.00
global placement | 1533 | 10600 | -3.00
floorplan | 1097 | 8680 | -2.22
## layout by cell type (no fill, tap or decap), drive strengths merged, types with 5 or more instances in the layout
cell type,Yosys,layout
nor3,16,16
ha,124,124
inv,179,180
o21bai,5,5
nand2,108,108
a211oi,28,28
nand2b,6,6
and3,7,7
xnor2,49,49
nor2,141,141
dfxtp,34,34
a21oi,49,49
o221ai,6,6
clkdlybuf4s50,0,35
a31oi,7,7
o21ai,49,49
mux2i,22,22
a21o,10,10
nand3,6,6
nor4,5,5
xor2,13,13
o21a,15,15
nor2b,24,24
buf,5,233
nor3b,11,11
fa,81,81
clkbuf,37,11
mux2,12,13
## final cells by class
class | count | share of cell area, %
sequential | 34 | 5.61
multi-input combinational | 842 | 65.5
inverter | 179 | 5.59
clock buffer | 7 | 1.44
clock inverter | 3 | 0.103
timing repair buffer | 275 | 19.0
tap | 270 | 2.77
## what timing repair did
| item | CTS | global route |
|---|---|---|
| resized | 174 | 69 |
| setup buffers | 60 | 18 |
| gates cloned | 1 | 0 |
| pin swaps | 65 | 66 |
| setup endpoints to repair | 22 | 24 |
## final timing paths
path                start               to  slack, ns
max reg2reg  cacheOperand  r0.regValue[15]      -0.13
min          prepareCache     cacheOperand       0.46
min reg2reg  prepareCache     cacheOperand       0.46
max          cacheOperand      cellOut[15]      -3.06
## state kept, by name (all words and copies together) (netlist names)
name / count
a0.r0.regValue: 16
prepareCache: 1
cacheOperand: 1
r0.regValue: 16
## per-layer routing
| layer | track usage, % | up-vias | share of wire (%) |
|---|---|---|---|
| met5 | 0 | - | 0 |
| met4 | 7.53 | 0 | 2.8 |
| met3 | 6.96 | 57 | 9.3 |
| met2 | 43.3 | 365 | 43 |
| met1 | 43.4 | 4061 | 44 |
| li1 | - | 4083 | - |
## worst max-delay path: cells and delay by family (launching register included)
family	cells	cell delay (ns)
adders and majority gates	9	2.90
AOI/OAI and AO/OA	10	1.74
buffers and inverters	11	0.92
DFF	1	0.39
xor gates and xnor gates	2	0.37
muxes	1	0.35
and+or+nand+nor	2	0.12
