===== design.v =====
module decoder3x8 (
input [2:0] in,
output [7:0] out
);
assign out[7] = in[0] & in[1] & in[2];
assign out[6] = ~in[0] & in[1] & in[2];
assign out[5] = in[0] & ~in[1] & in[2];
assign out[4] = ~in[0] & ~in[1] & in[2];
assign out[3] = in[0] & in[1] & ~in[2];
assign out[2] = ~in[0] & in[1] & ~in[2];
assign out[1] = in[0] & ~in[1] & ~in[2];
assign out[0] = ~in[0] & ~in[1] & ~in[2];
endmodule 
module mux2 (
input in0, in1,
input s,
output out
);
assign out = s ? in1 : in0;
endmodule 
module mux2x8 (
input [7:0] in0, in1,
input s,
output [7:0] out
);
mux2 m0(in0[0], in1[0], s, out[0]);
mux2 m1(in0[1], in1[1], s, out[1]);
mux2 m2(in0[2], in1[2], s, out[2]);
mux2 m3(in0[3], in1[3], s, out[3]);
mux2 m4(in0[4], in1[4], s, out[4]);
mux2 m5(in0[5], in1[5], s, out[5]);
mux2 m6(in0[6], in1[6], s, out[6]);
mux2 m7(in0[7], in1[7], s, out[7]);
endmodule 
module mux4x8 (
input [7:0] in0, in1, in2, in3,
input [1:0] s,
output [7:0] out
);
wire [7:0] muxOut0, muxOut1;
mux2x8 m0(in0, in1, s[0], muxOut0);
mux2x8 m1(in2, in3, s[0], muxOut1);
mux2x8 m2(muxOut0, muxOut1, s[1], out);
endmodule 
module mux8x8 (
input [7:0] in0, in1, in2, in3, in4, in5, in6, in7,
input [2:0] s,
output [7:0] out
);
wire [7:0] muxOut0, muxOut1;
mux4x8 m0(in0, in1, in2, in3, s[1:0], muxOut0);
mux4x8 m1(in4, in5, in6, in7, s[1:0], muxOut1);
mux2x8 m2(muxOut0, muxOut1, s[2], out);
endmodule 
module reg8 (
input enable, clear, clk,
input [7:0] dataIn,
output [7:0] dataOut
);
reg [7:0] regValue;
assign dataOut = regValue;
always @(posedge clk)
if (~clear) begin
  regValue <= 8'b0;
end else if (enable) begin
  regValue <= dataIn;
end
endmodule 
module regfile16x8 (
input enable, clear, clk, RW,
input [2:0] addr,
input [15:0] dataIn,
output [15:0] dataOut
);
regfile8x8 r0(enable, clear, clk, RW, addr, dataIn[7:0], dataOut[7:0]);
regfile8x8 r1(enable, clear, clk, RW, addr, dataIn[15:8], dataOut[15:8]);
endmodule 
module regfile8x8 (
input enable, clear, clk, RW,
input [2:0] addr,
input [7:0] dataIn,
output [7:0] dataOut
);
wire [7:0] regEnable;
wire [7:0] decoderOut;
wire [7:0] regOut [7:0];
wire [7:0] muxOut;
assign dataOut = RW ? 8'bzzzzzzzz : muxOut;
assign regEnable[0] = decoderOut[0] & RW;
assign regEnable[1] = decoderOut[1] & RW;
assign regEnable[2] = decoderOut[2] & RW;
assign regEnable[3] = decoderOut[3] & RW;
assign regEnable[4] = decoderOut[4] & RW;
assign regEnable[5] = decoderOut[5] & RW;
assign regEnable[6] = decoderOut[6] & RW;
assign regEnable[7] = decoderOut[7] & RW;
decoder3x8 d0(addr, decoderOut);
reg8 r0(regEnable[0], clear, clk, dataIn, regOut[0]);
reg8 r1(regEnable[1], clear, clk, dataIn, regOut[1]);
reg8 r2(regEnable[2], clear, clk, dataIn, regOut[2]);
reg8 r3(regEnable[3], clear, clk, dataIn, regOut[3]);
reg8 r4(regEnable[4], clear, clk, dataIn, regOut[4]);
reg8 r5(regEnable[5], clear, clk, dataIn, regOut[5]);
reg8 r6(regEnable[6], clear, clk, dataIn, regOut[6]);
reg8 r7(regEnable[7], clear, clk, dataIn, regOut[7]);
mux8x8 m0(regOut[0], regOut[1], regOut[2], regOut[3], regOut[4], regOut[5], regOut[6], regOut[7], addr, muxOut);
endmodule 

===== run.sh =====
#!/bin/bash
# OpenROAD 26Q1-2900-gdf79404cd8, Yosys 0.63+post, stock flow scripts
make -C /OpenROAD-flow-scripts/flow DESIGN_CONFIG=/design/flow/config.mk WORK_HOME=/design/flow/orfs finish

===== config.mk =====
export PLATFORM = sky130hd
export DESIGN_NAME = regfile16x8
export DESIGN_NICKNAME = regfile16x8
export VERILOG_FILES = /design/flow/design.v
export SDC_FILE = /design/flow/constraint.sdc
export NUM_CORES = 4
export LEC_CHECK = 1
export CORE_UTILIZATION = 30

===== constraint.sdc =====
current_design regfile16x8

set clk_period 3.1
set clk_io_pct 0.2

create_clock -name clk0 -period $clk_period [get_ports {clk}]

set non_clock_inputs [all_inputs -no_clocks]
set_input_delay [expr $clk_period * $clk_io_pct] -clock clk0 $non_clock_inputs
set_output_delay [expr $clk_period * $clk_io_pct] -clock clk0 [all_outputs]

==> metrics.sh <==
RUN_STATUS='completed'
SYNTH_TOP_FLOP_CELL='sky130_fd_sc_hd__dfxtp_1'
SYNTH_SIMPLE_GATE_AREA_SHARE_PCT=18.64
NUM_ROWS=51
SYNTH.CELL_AREA_UM2=6095
MAX-CAP-VIOLATIONS=0
YS_AREA_UM2=6095
POST_ROUTE_CELLS_DRIVE_ABOVE_1_SHARE_PCT=17.77
SETUP-VIOLATIONS-FINAL=0
TOOL_WARNINGS=28
DIE_HEIGHT_UM=144.5
CLKSINKCOUNT=128
ROUTE.ANTENNA.DIODE_COUNT=0
P_COMB_SHARE_PCT=7.8
FIRST_GLOBAL_VIAS=4444
CLOCK_POWER_SHARE_PCT=49.9
FP_UTIL_PCT=30.91
SYNTH_DOMINANT_CELL_COUNT='sky130_fd_sc_hd__nand2_1'
PORTION_OF_THE_POST_SYNTHESIS_AREA_USED_BY_SEQUENTIAL_ELEMENTS_PCT=42.04
SYNTH_CELL_TYPE_COUNT=20
ROOT_BUFFER='sky130_fd_sc_hd__clkbuf_16'
CLOCK_INSERTION_DELAY_WORST_SKEW_PS=400
BOUNDARYPINS=39
FINAL.SETUP.TNS_PS=0
CHIP_AREA_UM2=20890
POWERDENSITY_nW_PER_UM2=555.0
YOSYS.AREA_SHARE.ADDER_PCT=0
ACHIEVABLE-FREQUENCY_GHz=0.3383
CTS_HOLD_BUF=0
ROUTED_ANTENNA_NETS=0
CRITICAL-PATH-MAX-STAGE-DELAY_PS=500
FINAL_CORE_UTIL_PCT=36.70
CORE_BOX_AREA_UM2=19720
GLOBALROUTETOTALUTIL_PCT=16.03
PORT-BUFFER-COUNT=37
ROUTABILITYCONGESTION=0.7658
WORST_HOLD_PATH_TYPE='reg -> reg'
TOTAL_LEAKAGE_POWER_nW=2.508
YOSYS.AREA_SHARE.AOI_PCT=15.77
YOSYSTOPAREACELLSHARE_PCT=42.04
CTS_REPAIR_RESIZE_COUNT=0
NUMBER_OF_ENABLE_FLIP_FLOP_CELLS=0
SEQUENTIAL_SHARE_OF_POWER_PCT=42.3
CRITICAL_PATH.CELL_CHAIN='buf_2 > buf_12 > mux4_2 > mux2_2 > clkdlybuf4s50_1'
FIRST_PASS_GRT_WIRE_LENGTH_MM=24.67
GRT_MAX_DEGREE=129
DETAILEDROUTE.FIRSTPASSITERATIONCOUNT=4
PEAKVDDDROP_V=0.0003036
DETAILEDROUTE.FIRSTITERATIONVIOLATIONS=320
CTS_TREE='done'
POWER.SHARE.SWITCHING_PCT=21.96
P_SWITCHING_uW=882.1
DP.FINAL_HPWL_MM=9.627
PLACED_AREA_UM2=6638
WIRELENGTH_MM=15.45
FINAL_HOLD_VIOL_COUNT=0
SYNTH_WARNINGS=3
VIAS_AFTER_DETAILED_ROUTING=4488
POST_SYNTH.CELL_AREA_AVG_UM2=9.192
XOR_SHARE_SYNTH_PCT=0
DESIGN_AREA_UM2=7237
POSTCTSSETUPBUFFERS=0
AREA_GROWTH_PCT=18.74
FINAL.PERIOD_UTILIZATION_PCT=95.34
NUMSYNTHFLOPS=128
CRIT_PATH_CLASS='in -> out'
CP.ARRIVAL_PS=2340
FOOTPRINT_OF_THE_FLIP_FLOPS_AND_LATCHES_UM2=2562
YOSYS-STAT-CELLS=663
LOGIC_FAMILY='simple AND/OR/NAND/NOR gates'
AVGROUTEDWIREPERCELL_UM=16.33
YS_ASYNC_SR_FRACTION_PCT=0
YS_TOP_CELLS_BY_COUNT='256 x sky130_fd_sc_hd__nand2_1, 128 x sky130_fd_sc_hd__a21boi_1, 128 x sky130_fd_sc_hd__dfxtp_1'
GLOBALROUTEOVERFLOWTOTAL=0
MULTI_INPUT_COMB_AREA_UM2=3043
SLEW_HEADROOM_PCT=45.98
STARTPOINT_TYPE='input port'
POSTSYNTHCELLCOUNT=663
CTSLONGESTPATHBUFFERS=2
TIMING.CRITICAL_PATH.REQUIRED_PS=2480
POWER.INTERNAL_mW=3.135
RSZ_0062_RAISED_AFTER_GLOBAL_ROUTING='false'
MUX_AREA_SHARE_PCT=14.78
VIA_PER_INST=4.744
DIE_X_UM=144.5
CLOCK_TREE.HTREE_LEVEL_COUNT=4
FINALMAXSLEWVIOLATIONS=0
CLK_PIN_SLEW_WORST_PATHS_PS=50
ANTENNA_FOUND_INITIAL=0
POST_SYNTH_MAIN_AREA_CONTRIBUTORS='sky130_fd_sc_hd__dfxtp_1 42%, sky130_fd_sc_hd__a21boi_1 16%, sky130_fd_sc_hd__nand2_1 16%, sky130_fd_sc_hd__mux4_2 12%, sky130_fd_sc_hd__buf_4 3.4%'
CELL_ACCOUNTING_FOR_THE_MOST_SYNTHESIZED_AREA='sky130_fd_sc_hd__dfxtp_1'
WORST_SLEW_PIN_SLEW_PS=810.3
CRITICAL_PATH.SLOWEST_CELL='sky130_fd_sc_hd__mux4_2'
CTS-BUFFERS-INSERTED=17
TIMING.FINAL.CRIT_PERIOD_PS=2956
REMAINING_DRC_ERRORS=0
CP_MAX_FO=18
WORSTSETUPENDPOINTTYPE='primary output'
TIMING.CLOCK.SKEW_PS=0
NUM-FILL-CELLS=1923
==> per-stage QoR <==
stage          power (mW)  hold WS (ps)  worst slack, ps  std cells
3_3_place_gp        2.047         438.4            104.3        914
2_1_floorplan       1.947         431.9            570.9        663
3_5_place_dp        2.048         442.3            122.1        914
5_1_grt             4.159         464.4            74.08        946
4_1_cts             4.057         449.8            108.9        946
6_report            4.017         446.7            144.5        946
==> critical path: cells and delay by family <==
kind / cells / cell delay [ps]
multiplexers: 2 / 800
buffers and inverters: 3 / 900
==> worst paths after layout <==
path	from	slack, ps	endpoint	cells past startpoint
worst min-delay path	r1.r7.regValue[0]	450	r1.r7.regValue[0]	2
worst max register to register	r1.r0.regValue[4]	2470	r1.r0.regValue[4]	2
worst max-delay path	addr[1]	140	dataOut[0]	5
worst min register to register	r1.r7.regValue[0]	450	r1.r7.regValue[0]	2
==> power by group through the flow <==
stage	registers (mW)	clock network (mW)	logic, mW
4_1_cts	1.70	2.04	0.318
5_1_grt	1.70	2.12	0.340
6_report	1.70	2.01	0.315
==> routing by layer <==
layer / vias to the layer above / GRT usage, % / routed length (um)
met2: 89 / 26.14 / 7492
met3: 7 / 3.102 / 718
met5: - / 0 / 0
li1: 2221 / - / -
met4: 0 / 1.330 / 114
met1: 2171 / 23.45 / 7124
==> area by class of cell <==
type	count	area share, %
sequential	128	35.41
tap	265	4.582
multi-input combinational	448	42.05
timing repair buffer	73	9.682
clock buffer	22	6.414
clock inverter	10	1.867
==> cells in the final DEF (no fill, tap or decap), drive strengths merged <==
cell type      instances
nand2                256
a21boi               128
dfxtp                128
buf                   39
clkdlybuf4s50         34
mux4                  32
clkbuf                22
mux2                  16
clkinvlp               4
and4b                  3
nor4bb                 3
nand4bb                3
bufinv                 3
clkinv                 3
nand4b                 3
nor4b                  1
or4b                   1
and4                   1
nand4                  1
==> logic make-up after synthesis <==
| kind of cell | count (synthesis) |
|---|---|
| buffers and inverters | 87 |
| and+or+nand+nor | 272 |
| DFF | 128 |
| muxes | 48 |
| AOI/OAI and AO/OA | 128 |
No activity file was given, so power comes from the tool's default toggle rates.
